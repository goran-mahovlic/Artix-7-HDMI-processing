===== flow/config.mk =====
export PLATFORM = sky130hd
export DESIGN_NAME = fake_differential_v
export DESIGN_NICKNAME = fake_differential_v
export VERILOG_FILES = /design/flow/design.v
export SDC_FILE = /design/flow/constraint.sdc
export NUM_CORES = 4
export LEC_CHECK = 1
export CORE_AREA = 10 10 70 70
export DIE_AREA = 0 0 80 80

===== flow/constraint.sdc =====
current_design fake_differential_v

set clk_period 1.0
set clk_io_pct 0.2

create_clock -name clk0 -period $clk_period [get_ports {clk_shift}]

set non_clock_inputs [all_inputs -no_clocks]
set_input_delay [expr $clk_period * $clk_io_pct] -clock clk0 $non_clock_inputs
set_output_delay [expr $clk_period * $clk_io_pct] -clock clk0 [all_outputs]

===== flow/design.v =====
module fake_differential_v
(
  input clk_shift,  
  input [1:0] in_clock, in_red, in_green, in_blue,
  output [3:0] out_p, out_n
);
    parameter C_ddr = 1'b0;  
    wire [1:0] tmds[3:0];
    assign tmds[3] = in_clock;
    assign tmds[2] = in_red;
    assign tmds[1] = in_green;
    assign tmds[0] = in_blue;
    reg [1:0] R_tmds_p[3:0], R_tmds_n[3:0];
    generate
      genvar i;
      for(i = 0; i < 4; i++)
      begin : TMDS_pn_registers
        always @(posedge clk_shift) R_tmds_p[i] <=  tmds[i];
        always @(posedge clk_shift) R_tmds_n[i] <= ~tmds[i];
      end
    endgenerate
    generate
      genvar i;
      if(C_ddr == 1'b1)
        for(i = 0; i < 4; i++)
        begin : DDR_output_mode
          ODDRX1F
          ddr_p_instance
          (
            .D0(R_tmds_p[i][0]),
            .D1(R_tmds_p[i][1]),
            .Q(out_p[i]),
            .SCLK(clk_shift),
            .RST(0)
          );
          ODDRX1F
          ddr_n_instance
          (
            .D0(R_tmds_n[i][0]),
            .D1(R_tmds_n[i][1]),
            .Q(out_n[i]),
            .SCLK(clk_shift),
            .RST(0)
          );
        end
      else
        for(i = 0; i < 4; i++)
        begin : SDR_output_mode
          assign out_p[i] = R_tmds_p[i][0];
          assign out_n[i] = R_tmds_n[i][0];
        end
    endgenerate
endmodule

===== flow/run.sh =====
#!/bin/bash
# OpenROAD 26Q1-2900-gdf79404cd8, Yosys 0.63+post, stock flow scripts
make -C /OpenROAD-flow-scripts/flow DESIGN_CONFIG=/design/flow/config.mk WORK_HOME=/design/flow/orfs finish

==> reports/metrics.yaml <==
syn_area_um2: 235.2
power.density_nw_per_um2: 1654
diodes: 0
period_used_share: 0.9618
cp_cell_sequence: "dlygate4sd2_1"
timing.fmax_ghz: 1.040
ys_seq_frac: 0.6809
fill_cells: 405
h-tree-depth: 1
area_growth_pct: 57.45
finalHoldViolCount: 0
power.total_w: 0.0006126
die-area_um2: 6400
grt-ovfl-total: 0
synth_stat.cells: 20
dpl_cell_area_um2: 352.8
ys.flops: 8
vdd_drop_max_mv: 0.1712
chipHeight_um: 80
cts_max_path_buffers: 2
cts_root_buf: "clkbuf_4"
hp-class: "primary input to flop"
yosys_area_um2: 235.2
cts_setup_buffers: 0
grtUsageTotal: 0.01300
grt_antenna_before_repair: 0
setup-violations-final: 0
maxCapViolCount: 0
ys_warn_count: 3
cts_sinks: 8
cp_max_fo: 1
final_util: 0.1084
gp_congestion: 0.5873
drtAntennaViolNets: 0
fin_crit_ns: 0.9618
grt_pass1_vias: 140
cpMaxStageDelayCell: "dfxtp_1"
dp_hpwl_um: 388.9
warnings: 29
end_kind: "output port"
rows: 21
clk_pin_slew_worst_paths_ns: 0.05
drive_above_1_share: 0.1111
grt_setup_unrepaired: "false"
drc: 0
grt_max_degree: 5
syn_inst: 20
min_from: "in_green[0]"
logic_area_um2: 0
slowest_delay_ns: 0.29
final_area_um2: 370.4
arrival_ns: 0.76
cp-start-kind: "flop"
cp.required_ns: 0.80
routed_via_density: 1.712
grt_pass1_wl_um: 655
totalWireLength_um: 439
fin_tns_setup_ns: 0
wl_per_cell_um: 6.014
logic_gates: 0
cts_buffers: 3
critical-path-top-delay-family: "flip-flops"
crit_start: "R_tmds_n[3]"
final_max_slew_viol_count: 0
io-pin-count: 17
port_buffers: 12
drt-initial-drc-count: 1
crit_buf_inv: 1
leakage_nw: 0.1575
cts_tree: "built"
critPathKind: "flop to output port"
firstDrtPassIters: 2
status: "finished clean"
initCoreUtil: 0.06886
yosysUniqueCellTypes: 3
die_w_um: 80
fin_hold_ws_ns: 0.4292
slew_headroom: 0.9537
num_vias: 125
worst_pin_slew_ns: 0.06921
core_um2: 3416
syn_avg_cell_area_um2: 11.76
layout by cell type (no fill, tap or decap):
master,synthesis,routed
clkdlybuf4s15_1,0,4
dfxtp_1,8,8
inv_1,4,4
clkdlybuf4s50_1,0,4
clkbuf_4,0,3
dlygate4sd2_1,0,4
synthesized netlist by cell type:
cell     number  area (um2)
inv_1         4       15.01
dfxtp_1       8       160.2
buf_4         8       60.06
area by class of cell:
type                  instances  area [um2]  area share
Clock buffer                  3       22.52     0.06081
Timing Repair Buffer         12       115.1      0.3108
Sequential cell               8       160.2      0.4324
Tap cell                     46       57.56      0.1554
Inverter                      4       15.01     0.04054
per-stage QoR:
step,instances,setup WS (ns)
6_report,73,0.03818
5_1_grt,73,0.002279
4_1_cts,73,0.006462
3_5_place_dp,70,0.03601
3_3_place_gp,70,0.04669
2_1_floorplan,20,0.4202
flip-flops by register name, summed over array words and instances (netlist names):
register  cells
R_tmds_p      4
R_tmds_n      4
kinds of logic after synthesis:
kind of cell | synth area share
flip-flops | 0.6808
buffers and inverters | 0.3191
final timing paths:
path / endpoint / slack, ns / cells past startpoint
setup / recovery: out_n[3] / 0.04 / 1
hold / removal: R_tmds_p[1] / 0.43 / 1
per-layer routing:
metal	global-route usage	wire [um]
met1	0.01340	159
met2	0.02167	243
met3	0.002273	9
met4	0.01232	26
met5	0	0
power breakdown:
part           internal (W)  total [W]  leakage (nW)  switching [W]
Combinational     0.0000318  0.0000391        0.0762     0.00000738
Sequential         0.000336   0.000340        0.0675     0.00000330
Clock              0.000136   0.000234        0.0138      0.0000973
Total              0.000505   0.000613         0.158       0.000108
repair_timing:
action,CTS,global route
gates cloned,0,0
hold buffers,0,0
setup endpoints to repair,8,4
gates resized,8,4
Power and IR drop assume default switching activity.
