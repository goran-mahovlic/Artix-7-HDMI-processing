**flow/design.v**
```verilog
module tmds_decoder (
  input clk, 
  input [9:0] datain,
  output reg  de,     
  output reg [7:0] tmdsout, output reg [1:0] ctrl);
  parameter CRTPAR0 =10'b1101010100;
  parameter CRTPAR1 =10'b0010101011;
  parameter CRTPAR2 =10'b0101010100;
  parameter CRTPAR3 =10'b1010101011;
  wire [7:0] data;
  assign data = (datain[9]) ? ~datain[7:0] : datain[7:0]; 
  always @ (posedge clk)
	begin
			if(datain==CRTPAR0) begin
				  ctrl[0] <= 1'b0;
				  ctrl[1]<= 1'b0;
				  de <= 1'b0;
			end else if (datain==CRTPAR1) begin
				  ctrl[0] <= 1'b1;
				  ctrl[1] <= 1'b0;
				  de <= 1'b0;
			end else if (datain==CRTPAR2) begin
				  ctrl[0] <= 1'b0;
				  ctrl[1] <= 1'b1;
				  de <= 1'b0;
			end else if (datain==CRTPAR3) begin
				  ctrl[0] <= 1'b1;
				  ctrl[1] <= 1'b1;
				  de <= 1'b0;
			end else begin 
				  tmdsout[0] <= data[0];
				  tmdsout[1] <= (datain[8]) ? (data[1] ^ data[0]) : (data[1] ~^ data[0]);
				  tmdsout[2] <= (datain[8]) ? (data[2] ^ data[1]) : (data[2] ~^ data[1]);
				  tmdsout[3] <= (datain[8]) ? (data[3] ^ data[2]) : (data[3] ~^ data[2]);
				  tmdsout[4] <= (datain[8]) ? (data[4] ^ data[3]) : (data[4] ~^ data[3]);
				  tmdsout[5] <= (datain[8]) ? (data[5] ^ data[4]) : (data[5] ~^ data[4]);
				  tmdsout[6] <= (datain[8]) ? (data[6] ^ data[5]) : (data[6] ~^ data[5]);
				  tmdsout[7] <= (datain[8]) ? (data[7] ^ data[6]) : (data[7] ~^ data[6]);
				  de <= 1'b1;
			end  
	end
endmodule
```
**flow/run.sh**
```bash
#!/bin/bash
# OpenROAD 26Q1-2900-gdf79404cd8, Yosys 0.63+post, stock flow scripts
make -C /OpenROAD-flow-scripts/flow DESIGN_CONFIG=/design/flow/config.mk WORK_HOME=/design/flow/orfs finish
```
**flow/config.mk**
```make
export PLATFORM = sky130hd
export DESIGN_NAME = tmds_decoder
export DESIGN_NICKNAME = tmds_decoder
export VERILOG_FILES = /design/flow/design.v
export SDC_FILE = /design/flow/constraint.sdc
export NUM_CORES = 4
export LEC_CHECK = 1
export CORE_AREA = 10 10 73 73
export DIE_AREA = 0 0 83 83
```
**flow/constraint.sdc**
```tcl
current_design tmds_decoder

set clk_period 3.3
set clk_io_pct 0.2

create_clock -name clk0 -period $clk_period [get_ports {clk}]

set non_clock_inputs [all_inputs -no_clocks]
set_input_delay [expr $clk_period * $clk_io_pct] -clock clk0 $non_clock_inputs
set_output_delay [expr $clk_period * $clk_io_pct] -clock clk0 [all_outputs]
```
==> run summary <==
Implementation results are summarized by area below.

Outcome
The run finished with clean final reports.

Clock tree
The clock tree from TritonCTS is built. The buffer depth of the longest clock path is 2. CTS added clock buffers totalling 3.

The cell at the root of the clock tree is clkbuf_8. The number of clock sinks seen by CTS is 11. Clock latency on the worst-skew pair, taken at its later pin, is 0.23 ns. The post-cts hold buffer count is 0.

The number of gates resized after CTS was 0. Per the CTS log, the maximum H-tree level is 1. The CTS clock-pin slew for the worst setup and hold paths is 0.05 ns. Once the clock tree was built, the setup fixing pass inserted 0 buffers.

Placed design
The number of placed instances, taps included, is 115. The pre-CTS setup slack is 0.7991 ns. The routability congestion estimate from global placement is 0.7567.

The cell area after placement is 832.0 µm². The number of I/O port buffers is 21.

Global route
The number of antenna violations at the first check in global routing is 0. The number of global-route vias before repair was 439. The total global routing track utilization is 3.474%.

The total global routing overflow is 0. Entering global routing, the biggest net connects 9 pins. The first global-routing pass estimated 2028 µm of wire.

Synth
The largest total area in the synthesized netlist belongs to edfxtp_1. By area the synthesized netlist is led by edfxtp_1 (42%), dfxtp_1 (10%), xnor2_1 (9.2%). The post-synthesis instance total is 47.

The synthesized area per cell is 12.19 µm². Sequential cells were found to cover 52.40% of the synthesized design area. Summing every instance area after synthesis gives 573.1 µm². The number of standard cells reported by yosys is 47. Yosys reports that the leading cell type by area covers 41.92% of the netlist area. The synthesis stat section lists a flop and latch total of 11.

The count of unique library cells instantiated by Yosys is 19. The synthesized netlist has a Yosys-reported chip area of 573.0 µm². The count of yosys warnings during synthesis is 1.

Timing
The final hold violation count recorded for this run is 0. In this run the tightest slew margin relative to its limit is 61.37%. The worst-case setup margin in the final layout is 1.049 ns.

The routed design could run at a clock period as short as 2.251 ns. The pin slew with the least headroom to its limit is 0.5773 ns. Per the timing report, the achievable frequency comes out to 444.3 MHz. The number of endpoints failing setup at the final stage is 0. Setup repair after global routing left no endpoint under its margin. The final worst-path cycle share is 68.21%. The final-report max-slew violation count is 0.

The final total negative setup slack is 0 ns. After layout, the setup clock skew is reported as 0 ns.

Worst setup path
The buffering stage count on the worst path with inverters included is 2. The data arrival time reported for the critical path is 2.12 ns. The data required time of the worst path is 3.17 ns.

The worst setup path is launched from a primary input. Logic depth along the worst register-to-register path is recorded as 2. Grouping stages by cell kind, the critical path spends the most delay in simple AND/OR/NAND/NOR gates. For this run, the slowest stage of the critical path takes 0.53 ns.

In this run the critical register-to-register path is launched from ctrl[1]. The critical path launch point is datain[1]. The category of the critical setup timing path is in2reg. The maximum fanout along the worst path is 8. The highest-delay cell along the critical path is clkdlybuf4s50_1. The worst setup path is captured at a flop.

The STA report counts the stages on the worst setup path as 6. The critical path goes through clkdlybuf4s50_1, inv_1, ha_1, nand4_1, nor3_1, nor2_1.

Routing
For this block, the via count after detailed routing is 418. The number of optimization iterations in the first detailed-route pass is 4. The number of routed nets with antenna violations is 0. The count of unresolved DRC violations after routing is 0. The total length of routed wires is 1252 µm.

The average wire length per cell after detail routing is 10.52 µm. After detailed routing, the number of vias per cell comes to 3.513. The final antenna diode tally reported by the flow is 0. The initial detailed-routing violation count is 1.

Min path
The critical hold path startpoint is ctrl[0]. The type of the most critical hold path is reg2reg. The worst hold path stage count is 1.

Floorplanning
The width of the chip is 83 µm. The area of the chip is 6889 µm². The floorplan has 22 rows. The region available for standard cell placement spans 3744 µm². In the floorplan report the effective utilization is 15.31%. Pin placement for this block handled 22 I/O pins. Measured along the y axis, the die boundary spans 83 µm.

Pwr
Total power normalized to cell area comes to 432.5 nW/µm². The design draws 379.9 µW. The worst supply voltage drop on vdd is 92.62 µV.

The leakage component of the power is 0.3244 nW.

Cells and area
The most frequent logic cell in the layout is clkdlybuf4s50_1. The count of placed standard cells in the final layout, fillers left out is 119. The flow measured a signed area growth from synthesis to layout of 53.27%. Per the final layout report, the fraction of cells sized above drive strength 1 comes to 8.451%. The finished cells cover 878.3 µm². The top cell types in the final layout, fill and taps aside, are clkdlybuf4s50_1 (21), edfxtp_1 (8), xnor2_1 (6).

Flow run
Per the run summary, max-cap violations total 0. The count of warning messages emitted by the tools is 27.
[registers in the layout, indices dropped and copies added (netlist names)]
signal / flops
de: 1
ctrl: 2
tmdsout: 8
[through the flow]
stage | hold WS, ns | utilization (%)
6_report | 0.4924 | 23.46
5_1_grt | 0.5174 | 23.46
4_1_cts | 0.4982 | 23.46
3_5_place_dp | 0.4764 | 22.23
3_3_place_gp | 0.4856 | 22.23
2_1_floorplan | 0.4360 | -
[layer usage]
layer,share of wire (%),vias up,global-route usage [%]
li1,-,211,-
met1,55,184,5.201
met2,37,19,4.679
met3,4.4,4,0.7874
met4,4.0,0,1.231
met5,0,-,0
[worst register-to-register path, stage by stage (launching register included)]
cell,delay [ns]
dfxtp_1,0.33
o31ai_1,0.07
o211ai_1,0.14
[path summary, 6_finish.rpt]
path / slack (ns) / endpoint
setup / recovery: 1.05 / tmdsout[5]
hold / removal: 0.49 / ctrl[0]
setup reg to reg: 2.68 / ctrl[1]
hold reg to reg: 0.49 / ctrl[0]
[synthesized netlist by cell type (all sizes together)]
| master | number |
|---|---|
| nor2 | 2 |
| nand2b | 1 |
| nor4 | 1 |
| nor3 | 2 |
| buf | 1 |
| o31ai | 1 |
| ha | 4 |
| xor2 | 5 |
| or4 | 2 |
| nand3b | 1 |
| nand2 | 1 |
| o21ba | 1 |
| xnor2 | 6 |
| or2 | 1 |
| dfxtp | 3 |
| inv | 5 |
| nand4 | 1 |
| o211ai | 1 |
| edfxtp | 8 |
[kinds of logic after synthesis]
family / count (synthesis) / synth area share (%)
AOI/OAI and AO/OA: 3 / 4.368
xor gates and xnor gates: 11 / 16.81
adders and majority gates: 4 / 8.734
buffers and inverters: 6 / 5.240
DFF: 11 / 52.40
and+or+nand+nor: 12 / 12.45
[cell type report]
cell class                 instances  area (µm²)
clock inverter                     1       5.005
fill                             416        2865
timing repair buffer              21       210.2
sequential                        11       300.3
tap                               48       60.06
inverter                           5       18.77
multi-input combinational         30       242.7
clock buffer                       3       41.29
[where the power goes]
| part | switching [mW] | internal [mW] |
|---|---|---|
| Sequential | 0.00516 | 0.169 |
| Clock | 0.0475 | 0.0826 |
| Combinational | 0.0234 | 0.0522 |
Power figures rest on the tool's default switching activity, not on a simulated workload.
